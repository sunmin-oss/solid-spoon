[flow/design.v]
module LCD_display_string(clk, rst, ID_data, index, out);
	input 			  	clk, rst;
	input 		[4:0]	index;
	input 		[255:0] ID_data;
	output reg 	[7:0]	out;	
	reg [7:0] displayreg [31:0];
	always@(posedge clk)begin
		displayreg[0] 	<= ID_data[127:120];
		displayreg[1] 	<= ID_data[119:112];
		displayreg[2] 	<= ID_data[111:104]; 
		displayreg[3] 	<= ID_data[103: 96];
		displayreg[4] 	<= ID_data[ 95: 88];
		displayreg[5] 	<= ID_data[ 87: 80];
		displayreg[6] 	<= ID_data[ 79: 72];
		displayreg[7] 	<= ID_data[ 71: 64];
		displayreg[8] 	<= ID_data[ 63: 56];
		displayreg[9] 	<= ID_data[ 55: 48];
		displayreg[10] 	<= ID_data[ 47: 40];
		displayreg[11] 	<= ID_data[ 39: 32]; 
		displayreg[12] 	<= ID_data[ 31: 24];
		displayreg[13] 	<= ID_data[ 23: 16];
		displayreg[14] 	<= ID_data[ 15:  8];
		displayreg[15] 	<= ID_data[  7:  0];
		displayreg[16] 	<= ID_data[255:248];	
		displayreg[17] 	<= ID_data[247:240];
		displayreg[18] 	<= ID_data[239:232]; 
		displayreg[19] 	<= ID_data[231:224];
		displayreg[20] 	<= ID_data[223:216];
		displayreg[21] 	<= ID_data[215:208];
		displayreg[22] 	<= ID_data[207:200];
		displayreg[23] 	<= ID_data[199:192];
		displayreg[24] 	<= ID_data[191:184];
		displayreg[25] 	<= ID_data[183:176];
		displayreg[26] 	<= ID_data[175:168];
		displayreg[27] 	<= ID_data[167:160]; 
		displayreg[28] 	<= ID_data[159:152];
		displayreg[29] 	<= ID_data[151:144];
		displayreg[30] 	<= ID_data[143:136];
		displayreg[31] 	<= ID_data[135:128];			
	end
	always@(*)begin
		out = displayreg[index];
	end
endmodule
[flow/run.sh]
#!/bin/bash
# OpenROAD 26Q1-2900-gdf79404cd8, Yosys 0.63+post, stock flow scripts
make -C /OpenROAD-flow-scripts/flow DESIGN_CONFIG=/design/flow/config.mk WORK_HOME=/design/flow/orfs finish
[flow/config.mk]
export PLATFORM = sky130hd
export DESIGN_NAME = LCD_display_string
export DESIGN_NICKNAME = LCD_display_string
export VERILOG_FILES = /design/flow/design.v
export SDC_FILE = /design/flow/constraint.sdc
export NUM_CORES = 4
export LEC_CHECK = 1
export CORE_UTILIZATION = 40
[flow/constraint.sdc]
current_design LCD_display_string

set clk_period 2.6
set clk_io_pct 0.2

create_clock -name clk0 -period $clk_period [get_ports {clk}]

set non_clock_inputs [all_inputs -no_clocks]
set_input_delay [expr $clk_period * $clk_io_pct] -clock clk0 $non_clock_inputs
set_output_delay [expr $clk_period * $clk_io_pct] -clock clk0 [all_outputs]
==> CHANGELOG.md <==
## Flow update

* Critical path capture point: out[3]
* Syn avg cell area at 11.8 um^2
* Fraction of layout instances using a drive strength above 1 at 0.264
* Measured slew at the worst slew-check pin at 0.425 ns
* Height of the die at 139 um
* Setup repair after global routing missed its margin: true
* CTS buffer count at 26
* Share of flip-flops with an asynchronous set or reset at 0
* Root cell of the clock tree: sky130_fd_sc_hd__clkbuf_16
* Required @ worst endpoint at 2.08 ns
* Antenna Nets Post-Route at 0
* First-pass GRT wire length at 38.1 mm
* Drt drc at 0
* Top-count cell post-synth: sky130_fd_sc_hd__dfxtp_1
* Placed wire-length estimate after detailed placement at 18.4 mm
* Overall Power at 0.00915 W
* Maximum number of pins on one net before global-route repair at 23
* Number of global-route vias before repair at 6846
* Final max-slew violation count at 0
* Clock-pin slew on the worst setup and hold paths at 0.06 ns
* Worst hold margin at 0.425 ns
* Number of maximum-capacitance constraint violations at 0
* Global-route usage over all layers at 0.274
* Final global-route overflow total at 0
* Maximum count of clock buffers along a single path at 3
* Post-route setup TNS at -0.574 ns
* Number of top-level pins at 271
* Min Clock Period, post-route at 2.70 ns
* Failing checks: setup timing
* Data arrival at the endpoint of the critical path at 2.18 ns
* CTS tree: built
* Number of flip-flops in the largest register at 256
* Vias per std cell at 5.25
* Post-synth top area share at 0.679
* WL/cell at 20.9 um
* Largest fanout on the critical path at 8
* Init Core Util at 0.414
* Violation tally from detailed-route iteration zero at 338
* Sinks on the clock net at 256
* Number of vias after detailed routing at 6620
* Ratio of final minimum period to clock period at 1.04
* Yosys reg bits at 256
* Synthesized instance count at 641
* Synthesis-to-layout area growth at 71.8%
* Total tool warning count at 28
* Main area contributors: sky130_fd_sc_hd__dfxtp_1 68%, sky130_fd_sc_hd__nand3_1 7.7%, sky130_fd_sc_hd__a22oi_1 2.4%
* Reg with most FFs: displayreg
* Total length of routed wires at 26.3 mm
* Antenna violations before repair at 2
* Yosys synthesis chip area at 0.00754 mm^2
* Distinct cell type count of the synthesized netlist at 47
* Kind of end point of the critical path: output port
* Routability-driven placement congestion ratio at 0.958
* Number of setup violations in the final report at 8
* Biggest registers after layout: displayreg (256)
* Chip area at 0.0194 mm^2
* Final-report hold violation count at 0
* Sequential fraction of the synthesis area at 0.679
* Worst min-delay path category: in -> reg
* Remaining max-slew budget at the tightest pin at 0.715
* Cell taking the most area after synthesis: sky130_fd_sc_hd__dfxtp_1
* Hold-fix buffers, CTS at 0
* Origin of the worst min-delay path: ID_data[193]
* Chip Width at 139 um
* Dominant Register Cell: sky130_fd_sc_hd__dfxtp_1
* H-tree Lvls at 1
* Result of the run: finished, violations left
* Area of the mapped netlist at 0.00754 mm^2
* Detailed-routing iteration count for the pre-antenna-repair pass at 5
* Final Worst Setup Slack at -0.104 ns
* Yosys cell count at 641
* Setup crit start kind: input port
* Yosys warning count at 2
* Timing-limited maximum frequency at 370 MHz
* Core area at 0.0182 mm^2
* Row count at 49
* Largest voltage drop on the vdd net at 0.570 mV
* Power per Cell Area at 706 mW/mm^2
* Number of enable-type register cells in the synthesized netlist at 0
* Pre-CTS setup slack at -0.922 ns
* Classification of the worst setup path: in -> out
* Leading post-synthesis cells by instance count: 256 x sky130_fd_sc_hd__dfxtp_1, 116 x sky130_fd_sc_hd__nand3_1, 25 x sky130_fd_sc_hd__buf_2, 25 x sky130_fd_sc_hd__nand4_1, 24 x sky130_fd_sc_hd__a22oi_1
* Crit path from: index[4]
* Leak pwr at 5.20 nW
* Port Buffers at 269
## layout make-up
type | instances | area [um^2]
fillers | 1200 | 5250
flip-flops and latches | 256 | 5120
repair buffers | 390 | 3950
multi-input cells | 336 | 2670
clock buffers | 37 | 762
well taps | 229 | 287
clock inverters | 11 | 171
diodes | 2 | 5.00
## cells by family (layout without fill, tap and decap cells)
kind of cell | count (synthesis) | count (layout) | synth area share
AOI/OAI and AO/OA | 88 | 88 | 0.0919
and+or+nand+nor | 231 | 231 | 0.171
other | 0 | 2 | 0
DFF | 256 | 256 | 0.679
muxes | 17 | 17 | 0.0245
buffers and inverters | 49 | 438 | 0.0335
## report_power, final
group / internal, W / total (W) / switching, W
combinational: 0.000649 / 0.00101 / 0.000359
sequential: 0.00414 / 0.00421 / 0.0000738
clock: 0.00244 / 0.00393 / 0.00149
## cells in the final DEF (no fill, tap or decap), types with 4 or more instances in the layout
master                            synthesis  final
sky130_fd_sc_hd__buf_4                    8     82
sky130_fd_sc_hd__o21ai_0                  6      5
sky130_fd_sc_hd__a32o_1                  15      9
sky130_fd_sc_hd__clkbuf_16                0     27
sky130_fd_sc_hd__buf_6                    1     13
sky130_fd_sc_hd__nor2b_1                  8      7
sky130_fd_sc_hd__o211ai_1                 5      5
sky130_fd_sc_hd__nand2_1                 14     12
sky130_fd_sc_hd__a311oi_2                 0      4
sky130_fd_sc_hd__nand4_1                 25     25
sky130_fd_sc_hd__dfxtp_1                256    256
sky130_fd_sc_hd__and3_1                   9      7
sky130_fd_sc_hd__clkinv_2                 0      4
sky130_fd_sc_hd__clkbuf_1                13      4
sky130_fd_sc_hd__a22oi_1                 24     17
sky130_fd_sc_hd__nand3_1                116     98
sky130_fd_sc_hd__nor2_1                  15     13
sky130_fd_sc_hd__nor4_4                   0      5
sky130_fd_sc_hd__nor4_2                   0      5
sky130_fd_sc_hd__clkbuf_8                 0      7
sky130_fd_sc_hd__a22oi_2                  0      7
sky130_fd_sc_hd__clkdlybuf4s50_1          0    256
sky130_fd_sc_hd__nor3b_1                  4      4
sky130_fd_sc_hd__a31oi_1                  8      4
sky130_fd_sc_hd__nand3_2                  0     18
sky130_fd_sc_hd__a32o_2                   0      6
sky130_fd_sc_hd__buf_2                   25     11
sky130_fd_sc_hd__buf_12                   0     18
sky130_fd_sc_hd__mux2_2                   9     10
sky130_fd_sc_hd__buf_8                    0      6
sky130_fd_sc_hd__bufinv_16                0      4
## metrics by stage
step	cell area, um^2	util	std cells
2_1_floorplan	7540	-	641
3_3_place_gp	11200	0.613	1184
3_5_place_dp	11200	0.613	1184
4_1_cts	12600	0.692	1254
5_1_grt	13000	0.712	1261
6_report	13000	0.712	1261
## worst min-delay path by stage
stage / endpoint / slack (ns) / cells after the start
6_report: displayreg[23][1] / 0.43 / 1
5_1_grt: displayreg[26][6] / 0.41 / 1
4_1_cts: displayreg[29][1] / 0.41 / 1
## routing by layer
layer / wire [um] / GRT usage / vias up / share of wire
met2: 12100 / 0.430 / 341 / 0.46
met3: 2480 / 0.0803 / 60 / 0.094
met1: 10800 / 0.371 / 3125 / 0.41
li1: - / - / 3094 / -
met5: 0 / 0 / - / 0
met4: 900 / 0.0982 / 0 / 0.034
## critical path, cell delays in order
cell                      delay [ns]
sky130_fd_sc_hd__buf_8          0.11
sky130_fd_sc_hd__buf_12         0.12
sky130_fd_sc_hd__and3b_2        0.22
sky130_fd_sc_hd__buf_8          0.14
sky130_fd_sc_hd__buf_12         0.14
sky130_fd_sc_hd__nand3_2        0.05
sky130_fd_sc_hd__nand4_1        0.19
sky130_fd_sc_hd__nor4_4         0.32
sky130_fd_sc_hd__buf_4          0.16
sky130_fd_sc_hd__a31oi_1        0.07
sky130_fd_sc_hd__buf_2          0.12
## what timing repair did
item | CTS | global route
cloned | 4 | 1
endpoints found under the hold margin | 0 | 0
pin swaps | 42 | 25
setup endpoints to repair | 8 | 8
setup buffers | 21 | 5
gates resized | 116 | 54
Power and IR drop assume default switching activity.

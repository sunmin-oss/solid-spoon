File: flow/design.v
module Custom_font_ROM(addr, out_data);
	input 	[5:0] addr; 
	output 	[7:0] out_data;
	wire 	[7:0] data[63:0];
	assign out_data = data[addr];
	assign data[00] = 8'b000_01100;
	assign data[01] = 8'b000_01100;
	assign data[02] = 8'b000_00000;
	assign data[03] = 8'b000_00001;
	assign data[04] = 8'b000_10000;
	assign data[05] = 8'b000_11000;
	assign data[06] = 8'b000_00110;
	assign data[07] = 8'b000_00011;
	assign data[08] = 8'b000_00110;
	assign data[09] = 8'b000_00110;
	assign data[10] = 8'b000_00000;
	assign data[11] = 8'b000_10000;
	assign data[12] = 8'b000_0001;
	assign data[13] = 8'b000_00011;
	assign data[14] = 8'b000_01100;
	assign data[15] = 8'b000_11000;
	assign data[16] = 8'b000_10000;
	assign data[17] = 8'b000_11000;
	assign data[18] = 8'b000_00110;
	assign data[19] = 8'b000_00001;
	assign data[20] = 8'b000_00000;
	assign data[21] = 8'b000_00000;
	assign data[22] = 8'b000_00000;
	assign data[23] = 8'b000_00000;
	assign data[24] = 8'b000_00001;
	assign data[25] = 8'b000_00011;
	assign data[26] = 8'b000_01100;
	assign data[27] = 8'b000_10000;
	assign data[28] = 8'b000_00000;
	assign data[29] = 8'b000_00000;
	assign data[30] = 8'b000_00000;
	assign data[31] = 8'b000_00000;
	assign data[32] = 8'b000_00000;
	assign data[33] = 8'b000_00000;
	assign data[34] = 8'b000_00000;
	assign data[35] = 8'b000_00000;
	assign data[36] = 8'b000_00000;
	assign data[37] = 8'b000_00000;
	assign data[38] = 8'b000_00000;
	assign data[39] = 8'b000_00000;
	assign data[40] = 8'b000_00000;
	assign data[41] = 8'b000_00000;
	assign data[42] = 8'b000_00000;
	assign data[43] = 8'b000_00000;
	assign data[44] = 8'b000_00000;
	assign data[45] = 8'b000_00000;
	assign data[46] = 8'b000_00000;
	assign data[47] = 8'b000_00000;
	assign data[48] = 8'b000_00000;
	assign data[49] = 8'b000_00000;
	assign data[50] = 8'b000_00000;
	assign data[51] = 8'b000_00000;
	assign data[52] = 8'b000_00000;
	assign data[53] = 8'b000_00000;
	assign data[54] = 8'b000_00000;
	assign data[55] = 8'b000_00000;
	assign data[56] = 8'b000_00000;
	assign data[57] = 8'b000_00000;
	assign data[58] = 8'b000_00000;
	assign data[59] = 8'b000_00000;
	assign data[60] = 8'b000_00000;
	assign data[61] = 8'b000_00000;
	assign data[62] = 8'b000_00000;
	assign data[63] = 8'b000_00000;
endmodule
File: flow/run.sh
#!/bin/bash
# OpenROAD 26Q1-2900-gdf79404cd8, Yosys 0.63+post, stock flow scripts
make -C /OpenROAD-flow-scripts/flow DESIGN_CONFIG=/design/flow/config.mk WORK_HOME=/design/flow/orfs finish
File: flow/config.mk
export PLATFORM = sky130hd
export DESIGN_NAME = Custom_font_ROM
export DESIGN_NICKNAME = Custom_font_ROM
export VERILOG_FILES = /design/flow/design.v
export SDC_FILE = /design/flow/constraint.sdc
export NUM_CORES = 4
export LEC_CHECK = 1
export CORE_AREA = 10 10 70 70
export DIE_AREA = 0 0 80 80
File: flow/constraint.sdc
current_design Custom_font_ROM

set clk_period 2.0
set clk_io_pct 0.2

create_clock -name clk0 -period $clk_period

set non_clock_inputs [all_inputs -no_clocks]
set_input_delay [expr $clk_period * $clk_io_pct] -clock clk0 $non_clock_inputs
set_output_delay [expr $clk_period * $clk_io_pct] -clock clk0 [all_outputs]
==> flow_summary.yaml <==
# yosys + openroad results
worst_setup_path:
  critPathLaunchType: "input port"
  path_depth: 5
  path_max_fanout: 9
  crit_type: "input port to primary output"
  endpoint_kind: "primary output"
  critPathMaxStageDelay_ns: 0.47
  crit_required_ns: 1.60
  cpLargestDelayFamily: "buffers and inverters"
  crit_buf_inv: 2
  slowest_stage: "clkdlybuf4s50_1"
  arrival_ns: 1.56
  crit_chain: "dlygate4sd2_1 -> nor3_2 -> a31oi_1 -> nor2_1 -> clkdlybuf4s50_1"
synth:
  synthTopCellsByCount: "buf_4 (3), inv_1 (3), nor3_1 (3)"
  synth_chip_area_um2: 165
  synth_cell_type_count: 18
  top_cell_area_share: 0.136
  ys_warn_count: 1
  ys_seq_frac: 0
  syn-instance-count: 28
  syn_avg_cell_area_um2: 5.90
  synthTopCellsByArea: "buf_4 (14%), a32o_1 (12%), nor3_1 (9.1%)"
  yosysTopAreaCell: "buf_4"
  yosys_cells: 28
  syn_area_um2: 165
place:
  io_buffers: 11
  post-place-ws_ns: -0.461
  dp_hpwl_um: 574
  gp_congestion: 0.729
routing:
  vias: 232
  num_antenna_cells: 0
  post-route-drc-count: 0
  vias_per_cell: 2.58
  avgRoutedWirePerCell_um: 7.49
  ant_nets: 0
  drt-initial-drc-count: 12
  first_pass_iters: 2
  drt-total-wl_um: 674
floorplanning:
  dieArea_mm2: 0.00640
  die_w_um: 80
  row_count: 21
  fp_util: 0.0484
  die_y_um: 80
  io_pins: 14
  core-area_mm2: 0.00342
worst_hold_path:
  hold_path_class: "input port to primary output"
  min_path_cells: 5
timing:
  finalCriticalPeriod_ns: 1.96
  max_freq_mhz: 510
  layout_setup_ws_ns: 0.0394
  slew_violations: 0
  final.period_utilization: 0.980
  rsz0062_at_grt: "yes"
  finalSetupViolCount: 0
  hold_viol_final: 0
  finalSetupTns_ns: 0
outcome:
  status: "completed"
cells_and_area:
  seq_cell_count: 0
  clock_buffers: 0
  drive_gt1_frac: 0.273
  regArea_um2: 0
  syn_to_final_growth_pct: 123
global_routing:
  gr-total-overflow: 0
  grt_pass1_wl_mm: 1.08
  grt_max_degree: 10
  track_usage: 0.0203
  grt_pass1_vias: 250
  grt_antenna_before_repair: 0
clocking:
  postCtsHoldBufs: 0
run:
  tool_warnings: 33
  max-cap-violations: 0
power:
  peakVddDrop_mv: 0.0202
  cellPowerDensity_mw_per_mm2: 154
  power_leakage_nw: 0.160
[stage by stage]
step	utilization	cell area [µm²]	hold slack, ns	total power (W)	instances
floorplan	-	173	0.811	0.0000220	30
global route	0.108	368	1.43	0.0000637	90
CTS	0.107	364	1.38	0.0000565	90
finish	0.108	368	1.38	0.0000566	90
detailed placement	0.105	359	1.86	0.0000577	89
global placement	0.105	359	1.87	0.0000582	89
[cell families (layout without fill, tap and decap cells)]
group / count (synthesis) / count (layout) / share of synthesized area
xor gates and xnor gates: 1 / 1 / 0.0530
and+or+nand+nor: 11 / 11 / 0.356
buffers and inverters: 7 / 21 / 0.227
AOI/OAI and AO/OA: 8 / 8 / 0.341
other: 1 / 3 / 0.0227
[repair_timing]
item	CTS	global route
pin swaps	3	2
endpoints found under the setup margin	5	3
gates resized	18	4
buffers inserted	1	0
[layout by cell type (no fill, tap or decap), types with 2 or more instances in the layout]
cell	n
conb_1	3
nor2_1	2
inv_1	3
buf_2	2
a32o_1	2
nand3_1	2
dlygate4sd2_1	7
buf_4	6
a21oi_1	2
nor3_1	2
[final timing paths]
path / from / end / slack [ns]
setup / recovery: addr[1] / out_data[2] / 0.04
hold / removal: addr[2] / out_data[4] / 1.38
[layout make-up]
class	count	area [µm²]
Fill cell	402	3050
Inverter	3	11.3
Timing Repair Buffer	18	148
Tap cell	46	57.6
Multi-Input combinational cell	23	151
[per-layer routing]
layer  vias up  GRT usage  part of all wire
li1        125          -                 -
met1       100     0.0231              0.42
met2         7     0.0369              0.47
met3         0    0.00795              0.11
met4         0          0                 0
met5         -          0                 0
[power by group]
group          total [W]  leakage, nW  switching, W  internal, W
Sequential             0            0             0            0
Combinational  0.0000566        0.160     0.0000243    0.0000323
Clock                  0            0             0            0
Total          0.0000566        0.160     0.0000243    0.0000323
Power and IR drop assume default switching activity.

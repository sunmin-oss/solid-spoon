==> ./design.v <==
module IR_RECEIVE(iCLK,iRST_n,iIRDA,oDATA_READY,oDATA);
input 				iCLK;         
input 				iRST_n;       
input 				iIRDA;        
output 				oDATA_READY;  
output	reg	[31:0]	oDATA;  
parameter IDLE = 2'b00;    
parameter GUIDANCE = 2'b01;    
parameter DATAREAD = 2'b10;    
parameter IDLE_DUR = 230000;   
parameter GUIDANCE_DUR = 210000;   
parameter DATAREAD_DUR = 262143;   
parameter DATA_HIGH_DUR = 41500;	  
parameter BIT_AVAILABLE_DUR = 20000;    
reg [17:0] 	idle_count;           
reg 		idle_count_flag;       
reg [17:0] 	guidance_count;           
reg			guidance_count_flag;      
reg [17:0] 	data_count;            
reg 		data_count_flag;    
reg [5:0] 	bitcount;  
reg [1:0] 	state;    
reg [31:0] 	data;    
reg [31:0] 	data_buf;  
reg 		data_ready;  
assign oDATA_READY = data_ready;
always @(posedge iCLK or negedge iRST_n)begin 
	if (!iRST_n) begin	     
	    state <= IDLE;
	end
	else begin
		case (state)
 		    IDLE     	: if (idle_count > IDLE_DUR)  
		  	              	state <= GUIDANCE; 
		    GUIDANCE 	: if (guidance_count > GUIDANCE_DUR)
		  	              	state <= DATAREAD;
		    DATAREAD 	: if ((data_count >= DATAREAD_DUR) || (bitcount >= 33))
		  					state <= IDLE;
	    default  		: state <= IDLE; 
		endcase
	end
end
always @(posedge iCLK or negedge iRST_n)begin	
	if (!iRST_n)
		idle_count_flag <= 1'b0;
	else if ((state == IDLE) && !iIRDA)
		idle_count_flag <= 1'b1;
	else                           
		idle_count_flag <= 1'b0;		     		 	
 end  		  
always @(posedge iCLK or negedge iRST_n)begin	
	if (!iRST_n)
		idle_count <= 0;
	else if (idle_count_flag)     
		idle_count <= idle_count + 1'b1;
	else  
		idle_count <= 0;	          
end
always @(posedge iCLK or negedge iRST_n)	begin
	if (!iRST_n)
		guidance_count_flag <= 1'b0;
	else if ((state == GUIDANCE) && iIRDA)
		guidance_count_flag <= 1'b1;
	else  
		guidance_count_flag <= 1'b0;     		 	
end
always @(posedge iCLK or negedge iRST_n)	begin
	if (!iRST_n)
		guidance_count <= 0;
	else if (guidance_count_flag)     
		guidance_count <= guidance_count + 1'b1;
	else  
		guidance_count <= 0;	         
end
always @(posedge iCLK or negedge iRST_n)begin
	if (!iRST_n) 
		data_count_flag <= 0;	
	else if ((state == DATAREAD) && iIRDA)
		data_count_flag <= 1'b1;  
	else
		data_count_flag <= 1'b0; 
end
always @(posedge iCLK or negedge iRST_n)begin
	if (!iRST_n)
		data_count <= 1'b0;
	else if(data_count_flag)       
		data_count <= data_count + 1'b1;
	else 
		data_count <= 1'b0;         
end
always @(posedge iCLK or negedge iRST_n) begin
    if (!iRST_n)
       	bitcount <= 6'b0;
	else if (state == DATAREAD) begin
		if (data_count == BIT_AVAILABLE_DUR)
			bitcount <= bitcount + 1'b1;  
	end   
	else
	    bitcount <= 6'b0;
end	  
always @(posedge iCLK or negedge iRST_n)begin
	if (!iRST_n) begin
		data <= 0;
	end
	else if (state == DATAREAD) begin
		if (data_count >= DATA_HIGH_DUR)  
			data[bitcount-1'b1] <= 1'b1;   
	end
	else begin
		data <= 0;	
	end
end		 
always @(posedge iCLK or negedge iRST_n) begin 
	if (!iRST_n) begin
	    data_ready <= 1'b0;
	end
    else if (bitcount == 32) begin
		if (data[31:24] == ~data[23:16]) begin		
			data_buf <= data;      
			data_ready <= 1'b1;    
		end	
		else begin
			data_ready <= 1'b0 ;   
		end
	end
	else begin
		data_ready <= 1'b0 ;
	end
end
always @(posedge iCLK or negedge iRST_n) begin
	  if (!iRST_n)
		   oDATA <= 32'b0000;
	else if (data_ready)
	    oDATA <= data_buf;   
end	  
endmodule
==> ./run.sh <==
#!/bin/bash
# OpenROAD 26Q1-2900-gdf79404cd8, Yosys 0.63+post, stock flow scripts
make -C /OpenROAD-flow-scripts/flow DESIGN_CONFIG=/design/flow/config.mk WORK_HOME=/design/flow/orfs finish
==> ./config.mk <==
export PLATFORM = sky130hd
export DESIGN_NAME = IR_RECEIVE
export DESIGN_NICKNAME = IR_RECEIVE
export VERILOG_FILES = /design/flow/design.v
export SDC_FILE = /design/flow/constraint.sdc
export NUM_CORES = 4
export LEC_CHECK = 1
export CORE_UTILIZATION = 40
==> ./constraint.sdc <==
current_design IR_RECEIVE

set clk_period 3.7
set clk_io_pct 0.2

create_clock -name clk0 -period $clk_period [get_ports {iCLK}]

set non_clock_inputs [all_inputs -no_clocks]
set_input_delay [expr $clk_period * $clk_io_pct] -clock clk0 $non_clock_inputs
set_output_delay [expr $clk_period * $clk_io_pct] -clock clk0 [all_outputs]
==> impl_metrics.yaml <==
# synthesis and place-and-route metrics
status:
  status: "finished, final reports clean"
synthesis:
  seq_area_frac_synth_pct: 57.2
  synth_cells: 609
  async_flop_share_pct: 80.4
  edf_count: 32
  yosys-stat-cells: 609
  avgSynthCellArea_sq_um: 12.2
  yosysChipArea_sq_um: 7410
  ff_type: "dfrtp_1"
  ys_ff: 163
  post_synth_num_cell_types: 67
  syn_area_sq_um: 7410
  yosys_warnings: 1
detailed_routing:
  drt_iter0_drc: 305
  wl_um: 12600
  ant_nets: 0
  wl_per_cell_um: 14.2
  via_count: 4649
  drc: 0
  vias_per_cell: 5.24
  first_pass_iters: 25
  diodes: 0
timing:
  layout_setup_ws_ns: 0.792
  finalClockPeriodUsage_pct: 78.6
  slew_violations: 0
  setup_violations: 0
  timing.fmax_mhz: 344
  period_needed_ns: 2.91
  relSlewSlack_pct: 53.2
  whs_ns: 0.344
  tns_ns: 0
  worst_pin_slew_ns: 0.702
  rsz0062_at_grt: "no"
  clock_skew_ns: 0.00676
  timing.final.hold_violations: 0
floorplanning:
  boundaryPins: 36
  fp.dieW_um: 138
  die-height_um: 138
  initCoreUtil_pct: 41.0
  dieArea_sq_um: 19100
  rows: 49
  core_area_sq_um: 18100
grt:
  overflow: 0
  grt_usage_pct: 14.8
  antenna_found_initial: 0
  first_global_vias: 4559
  grt_pass1_wl_um: 22400
  grt_start_max_net_pins: 53
cts:
  clkLatencyLatePin_ns: 0.42
  cts_hold_buf: 0
  cts-htree-levels: 4
  clockRootBuffer: "clkbuf_16"
  cts_tree: "built"
  clockBufferDepth: 2
  post_cts_buffers: 0
  cts_buffers: 17
  clkSlewWorstSetupHoldPaths_ns: 0.07
  clock-sinks: 163
  ctsResizeCount: 0
run:
  warning_count: 33
  maxCapViolCount: 0
power:
  power.density_nw_per_um2: 422
  vdd_drop_max_uv: 309
  leakagePower_nw: 3.75
critical_path:
  end_kind: "flip-flop"
  required_ns: 4.00
  crit_path_max_fanout: 20
  critPathArrivalTime_ns: 3.21
  crit_type: "flip-flop to flip-flop"
  cp-start-kind: "flip-flop"
final_layout:
  drive_above_1_share_pct: 13.5
  final_cell_area_sq_um: 8490
  final_core_util_pct: 46.9
  area_growth_pct: 14.6
placement:
  placed_cell_area_sq_um: 7910
  post-place-ws_ns: 0.855
  gp_congestion: 0.836
  dp_hpwl_um: 8210
  port_buffers: 35
min_path:
  hold_class: "primary input to asynchronous set/reset pin"
==> where the power goes <==
| part | total (mW) | leakage (nW) | switching (mW) | internal (mW) |
|---|---|---|---|---|
| registers | 1.82 | 2.20 | 0 | 1.82 |
| clock network | 1.73 | 0.285 | 0.721 | 1.01 |
| logic | 0.0300 | 1.27 | 0.0270 | 0.00297 |
| total | 3.58 | 3.75 | 0.748 | 2.83 |
==> final cells by class <==
class,count,area [sq um]
repair buffers,42,400
clock inverters,14,154
multi-input cells,400,2900
flip-flops and latches,163,4240
inverters,21,78.8
fillers,1567,9600
clock buffers,18,429
well taps,229,287
==> kinds of logic (layout without fill, tap and decap cells) <==
kind of cell,after synthesis,in the layout,synth area share (%)
buffers and inverters,46,95,3.63
multiplexers,32,32,4.86
AND/OR/NAND/NOR,227,227,17.1
AND-OR/OR-AND,66,66,7.36
adder cells (fa/ha/maj),12,12,2.03
XOR/XNOR,63,63,7.80
flip-flops,163,163,57.2
==> worst max-delay path, cell delays in order (launching register included) <==
cell	delay (ns)
dfrtp_1	0.61
inv_1	0.19
ha_1	0.41
nor4bb_1	0.29
a22oi_2	0.10
xor2_1	0.21
nand2_1	0.45
o41ai_1	0.52
==> sequential cells by signal, indices dropped and copies added (netlist names) <==
signal               flops
data                    32
data_buf                32
oDATA                   32
data_count              18
guidance_count          18
idle_count              18
bitcount                 6
state                    3
data_count_flag          1
data_ready               1
guidance_count_flag      1
idle_count_flag          1
==> metrics by stage <==
stage               power (mW)  cells
global route              3.72    887
global placement          1.89    855
CTS                       3.63    887
finish                    3.58    887
floorplan                 1.86    609
detailed placement        1.89    855
==> layer usage <==
layer / GRT usage, % / share of wire (%) / up-vias
met5: 0 / 0 / -
met3: 3.25 / 4.3 / 12
met4: 1.83 / 1.2 / 0
met2: 22.3 / 46 / 94
li1: - / - / 2254
met1: 23.8 / 48 / 2289
==> synth_stat cells (12+ instances only) <==
cell	count	area share, %
nand2_1	52	2.6
inv_1	21	1.1
ha_1	12	2.0
and2_1	49	4.1
nand3_1	32	2.2
nor3_1	15	1.0
o41ai_1	32	3.8
dfrtp_1	130	44
edfxtp_1	32	13
xor2_1	33	3.9
mux2_2	32	4.9
nand4_1	14	1.2
xnor2_1	28	3.3
nor2_1	17	0.86
==> worst paths after layout <==
kind | slack [ns] | start | cells after the start | to
setup / recovery | 0.79 | bitcount[0] | 7 | data[18]
hold / removal | 0.34 | iRST_n | 1 | oDATA[1]
setup reg to reg | 0.79 | bitcount[0] | 7 | data[18]
hold reg to reg | 0.44 | data[5] | 0 | data_buf[5]
max in group asynchronous | 2.31 | iRST_n | 2 | data_count[15]
min in group clk0 | 0.44 | data[5] | 0 | data_buf[5]
==> cell usage in the layout (no fill, tap or decap), types with 3 or more instances in the layout <==
master           synthesis  final
dfrtp_1                130    130
nand2_1                 52     52
and2_1                  49     49
clkdlybuf4s50_1          0     34
xor2_1                  33     33
nand3_1                 32     32
o41ai_1                 32     32
mux2_2                  32     32
edfxtp_1                32     32
xnor2_1                 28     28
inv_1                   21     21
nor2_1                  17     17
clkbuf_16                0     17
nor3_1                  15     15
nand4_1                 14     14
ha_1                    12     12
nor4_1                   8      8
buf_4                    0      8
nor2b_1                  7      7
and3_1                   6      6
o21ai_0                  6      6
or3_1                    5      5
a21boi_0                 4      4
a21oi_1                  4      4
inv_8                    0      3
Power figures rest on the tool's default switching activity, not on a simulated workload.
